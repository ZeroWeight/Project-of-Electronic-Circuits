===== ./CONF.hex =====
@00 00 // Auto Gain Control
@01 40 // Blue Channel Gain
@02 40 // Red Channel Gain
@03 06 // Vertical Frame Control
@04 00 // Common Control 1
@05 00 // U/B Average Level
@06 00 // Y/Gb Average Level
@07 00 // Exposure Value - AEC MSB 5 Bits
@08 00 // V/R Average Level
@09 00 // Common Control 2
// @0A 76 // PID MSB (Read-Only)
// @0B 73 // PID LSB (Read-Only)
@0C 04 // Common Control 3
@0D 00 // Common Control 4
@0E 61 // Common Control 5
@0F 4B // Common Control 6
@10 00 // Exposure Value
@11 81 // Internal Clock
@12 14 // Common Control 7
@13 8F // Common Control 8
@14 28 // Common Control 9
@15 00 // Common Control 10
// @16 00 // Reserved (Cannot Read/Write)
@17 16 // Output Format - Horizontal Frame Start High 8 Bits
@18 04 // Output Format - Horizontal Frame End High 8 Bits
@19 02 // Output Format - Vertical Frame Start High 8 Bits
@1A 7B // Output Format - Vertical Frame End High 8 Bits
@1B 00 // Data Format - Pixel Delay Select
// @1C 7F // MID MSB (Read-Only)
// @1D A2 // MID LSB (Read-Only)
@1E 07 // Mirror/VFlip Enable
@1F 00 // Reserved
@20 04 // ADC Control
@21 02 // Reserved
@22 91 // Reserved
@23 00 // Reserved
@24 75 // AGC/AEC - Stable Operating Region (Upper Limit)
@25 63 // AGC/AEC - Stable Operating Region (Lower Limit)
@26 A5 // AGC/AEC Fast Mode Operating Region
@27 80 // B Channel Signal Output Bias
@28 80 // Gb Channel Signal Output Bias
// @29 00 // Reserved (Cannot Read/Write)
@2A 00 // Dummy Pixel Insert MSB
@2B 00 // Dummy Pixel Insert LSB
@2C 80 // R Channel Signal Output Bias
@2D 00 // Dummy Lines Insert LSB
@2E 00 // Dummy Lines Insert MSB
@2F 00 // Y/G Channel Average Value
@30 08 // HSYNC Rising Edge Delay Low 8 Bits
@31 30 // HSYNC Falling Edge Delay Low 8 Bits
@32 80 // HREF Control
@33 0B // Array Current Control
@34 11 // Array Reference Control
// @35 00 // Reserved (Cannot Read/Write)
// @36 00 // Reserved (Cannot Read/Write)
@37 1D // ADC Control
@38 71 // ADC & Analog Common Mode Control
@39 2A // ADC Offset Control
@3A 04 // Line Buffer Test Option
@3B 02 // Common Control 11
@3C 78 // Common Control 12
@3D C2 // Common Control 13
@3E 00 // Common Control 14
@3F 00 // Edge Enhancement Adjustment
@40 D0 // Common Control 15
@41 08 // Common Control 16
@42 00 // Common Control 17
@43 14 // Reserved
@44 F0 // Reserved
@45 34 // Reserved
@46 58 // Reserved
@47 28 // Reserved
@48 3A // Reserved
// @49 00 // Reserved (Cannot Read/Write)
// @4A 00 // Reserved (Cannot Read/Write)
@4B 09 // Register 4B
@4C 00 // Denoise Strength
// @4D 00 // Reserved (Cannot Read/Write)
// @4E 00 // Reserved (Cannot Read/Write)
@4F 80 // Matrix Coefficient 1
@50 80 // Matrix Coefficient 2
@51 00 // Matrix Coefficient 3
@52 22 // Matrix Coefficient 4
@53 5E // Matrix Coefficient 5
@54 80 // Matrix Coefficient 6
@55 00 // Brightness Control
@56 40 // Contrast Control
@57 80 // Contrast Center
@58 9E // Matrix Coefficient 5~0 Sign
// @59 00 // AWB Control (Cannot Read/Write)
// @5A 00 // AWB Control (Cannot Read/Write)
// @5B 00 // AWB Control (Cannot Read/Write)
// @5C 00 // AWB Control (Cannot Read/Write)
// @5D 00 // AWB Control (Cannot Read/Write)
// @5E 00 // AWB Control (Cannot Read/Write)
// @5F 00 // AWB Control (Cannot Read/Write)
// @60 00 // AWB Control (Cannot Read/Write)
// @61 00 // AWB Control (Cannot Read/Write)
@62 00 // Lens Correction Center X Coordinate
@63 00 // Lens Correction Center Y Coordinate
@64 04 // Compensation Coefficient
@65 20 // No Compensation Radius
@66 05 // Lens Correction Option
@67 80 // Manual U Value
@68 80 // Manual V Value
@69 00 // Fix Gain Control
@6A 40 // G Channel AWB Gain
@6B 60
@6C 0A // AWB Control 3
@6D 55 // AWB Control 2
@6E 11 // AWB Control 1
@6F 9F // AWB Control 0
@70 3A
@71 35
@72 11 // DCW Control
@73 00
@74 19 // Register 74
@75 05 // Register 75
@76 E1 // Register 76
@77 01 // Register 77
// @78 00 // Reserved (Cannot Read/Write)
// @79 00 // Reserved (Cannot Read/Write)
@7A 20 // Gamma Curve Highest Segment Slope
@7B 1C // Gamma Curve 1st Segment Input End Point 04 Output Value
@7C 28 // Gamma Curve 2nd Segment Input End Point 08 Output Value
@7D 3C // Gamma Curve 3rd Segment Input End Point 10 Output Value
@7E 55 // Gamma Curve 4th Segment Input End Point 20 Output Value
@7F 68 // Gamma Curve 5th Segment Input End Point 28 Output Value
@80 76 // Gamma Curve 6th Segment Input End Point 30 Output Value
@81 80 // Gamma Curve 7th Segment Input End Point 38 Output Value
@82 88 // Gamma Curve 8th Segment Input End Point 40 Output Value
@83 8F // Gamma Curve 9th Segment Input End Point 48 Output Value
@84 96 // Gamma Curve 10th Segment Input End Point 50 Output Value
@85 A3 // Gamma Curve 11th Segment Input End Point 60 Output Value
@86 AF // Gamma Curve 12th Segment Input End Point 70 Output Value
@87 C4 // Gamma Curve 13th Segment Input End Point 90 Output Value
@88 D7 // Gamma Curve 14th Segment Input End Point B0 Output Value
@89 E8 // Gamma Curve 15th Segment Input End Point D0 Output Value
// @8A 00 // Reserved (Cannot Read/Write)
// @8B 00 // Reserved (Cannot Read/Write)
@8C 00
// @8D 00 // Reserved (Cannot Read/Write)
// @8E 00 // Reserved (Cannot Read/Write)
// @8F 00 // Reserved (Cannot Read/Write)
// @90 00 // Reserved (Cannot Read/Write)
// @91 00 // Reserved (Cannot Read/Write)
@92 00 // Dummy Line Low 8 Bits
@93 00 // Dummy Line High 8 Bits
@94 04 // Lens Correction Option
@95 08 // Lens Correction Option
// @96 00 // Reserved (Cannot Read/Write)
// @97 00 // Reserved (Cannot Read/Write)
// @98 00 // Reserved (Cannot Read/Write)
// @99 00 // Reserved (Cannot Read/Write)
// @9A 00 // Reserved (Cannot Read/Write)
// @9B 00 // Reserved (Cannot Read/Write)
// @9C 00 // Reserved (Cannot Read/Write)
@9D 4C // 50Hz Banding Filter Value
@9E 3F // 60Hz Banding Filter Value
@9F 78 // Histogram-based AEC/AGC Control 1
@A0 68 // Histogram-based AEC/AGC Control 2
// @A1 00 // Reserved (Cannot Read/Write)
@A2 02 // Pixel Clock Delay
// @A3 00 // Reserved (Cannot Read/Write)
@A4 89
@A5 05 // 50Hz Banding Step Limit
@A6 DF // Histogram-based AEC/AGC Control 3
@A7 DF // Histogram-based AEC/AGC Control 4
@A8 F0 // Histogram-based AEC/AGC Control 5
@A9 90 // Histogram-based AEC/AGC Control 6
@AA 94
@AB 07 // 60Hz Banding Step Limit
@AC 00 // Register AC
@AD 80 // LED Output Frame R Gain
@AE 80 // LED Output Frame G Gain
@AF 80 // LED Output Frame B Gain
// @B0 00 // Reserved (Cannot Read/Write)
@B1 0C
// @B2 00 // Reserved (Cannot Read/Write)
@B3 82 // ABLC Target
// @B4 00 // Reserved (Cannot Read/Write)
@B5 04 // ABLC Stable Range
// @B6 00 // Reserved (Cannot Read/Write)
// @B7 00 // Reserved (Cannot Read/Write)
// @B8 00 // Reserved (Cannot Read/Write)
// @B9 00 // Reserved (Cannot Read/Write)
// @BA 00 // Reserved (Cannot Read/Write)
// @BB 00 // Reserved (Cannot Read/Write)
// @BC 00 // Reserved (Cannot Read/Write)
// @BD 00 // Reserved (Cannot Read/Write)
@BE 00 // Blue Channel Black Level Compensation
@BF 00 // Red Channel Black Level Compensation
@C0 00 // Gb Channel Black Level Compensation
@C1 00 // Gr Channel Black Level Compensation
// @C2 00 // Reserved (Cannot Read/Write)
// @C3 00 // Reserved (Cannot Read/Write)
// @C4 00 // Reserved (Cannot Read/Write)
// @C5 00 // Reserved (Cannot Read/Write)
// @C6 00 // Reserved (Cannot Read/Write)
// @C7 00 // Reserved (Cannot Read/Write)
// @C8 00 // Reserved (Cannot Read/Write)
@C9 60 // Saturation Control

===== ./run.sh =====
#!/bin/bash
# OpenROAD 26Q1-2900-gdf79404cd8, Yosys 0.63+post, stock flow scripts
make -C /OpenROAD-flow-scripts/flow DESIGN_CONFIG=/design/flow/config.mk WORK_HOME=/design/flow/orfs finish

===== ./config.mk =====
export PLATFORM = sky130hd
export DESIGN_NAME = TOP_DEMO
export DESIGN_NICKNAME = TOP_DEMO
export VERILOG_FILES = /design/flow/design.v
export SDC_FILE = /design/flow/constraint.sdc
export NUM_CORES = 4
export LEC_CHECK = 1
export CORE_UTILIZATION = 30
export SYNTH_HDL_FRONTEND = slang

===== ./constraint.sdc =====
current_design TOP_DEMO

set clk_period 4.0
set clk_io_pct 0.2

create_clock -name clk0 -period $clk_period [get_ports {sys_clk}]

set non_clock_inputs [all_inputs -no_clocks]
set_input_delay [expr $clk_period * $clk_io_pct] -clock clk0 $non_clock_inputs
set_output_delay [expr $clk_period * $clk_io_pct] -clock clk0 [all_outputs]

===== ./design.v =====
`timescale 1us / 1us
module TOP_DEMO (
    input sys_clk,
    input rst_n,
    output reg scl,  
    inout sda,  
    input d7, d6, d5, d4, d3, d2, d1, d0,  
    output reg rclk = 1'b1,  
    output reg wen = 1'b1,  
    output reg wrst = 1'b1,  
    output reg rrst = 1'b1,  
    input vsync  
);
    parameter SYS_CLK_FREQ = 100_000_000;
    parameter DEVICE_ID = 8'h42;
    localparam [11:0] cnt_50us = 12'd2500;
    reg clk_50us = 1'b0;
    reg[11:0] clk_cnt = cnt_50us;
    always @(posedge sys_clk or negedge rst_n)
        if (!rst_n) clk_cnt <= cnt_50us;
        else if (!clk_cnt) clk_cnt <= cnt_50us;
        else clk_cnt <= clk_cnt - 1'b1;
    always @(posedge sys_clk) if (!clk_cnt) clk_50us <= ~clk_50us;
    reg[7:0] conf[0:255];
    initial $readmemh("CONF.hex", conf);  
    wire sda_in = sda;
reg sda_out = 1'b1;
reg en_sda_out = 1'b1;
assign sda = en_sda_out ? sda_out : 1'bZ;
task sccb_start;
begin
    sda_out = 1'b1;
    scl = 1'b1;
    @(posedge clk_50us);
    sda_out = 1'b0;
    @(posedge clk_50us);
    scl = 1'b0;
end
endtask
task sccb_stop;
begin
    sda_out = 1'b0;
    @(posedge clk_50us);
    scl = 1'b1;
    @(posedge clk_50us);
    sda_out = 1'b1;
    @(posedge clk_50us);
end
endtask
task sccb_nack;
begin
    @(posedge clk_50us);
    sda_out = 1'b1;
    scl = 1'b1;
    @(posedge clk_50us);
    scl = 1'b0;
    @(posedge clk_50us);
    sda_out = 1'b0;
    @(posedge clk_50us);
end
endtask
task sccb_write_byte;
input [7:0] data;
output reg success;
begin
    sda_out = data[7]; @(posedge clk_50us); scl = 1'b1; @(posedge clk_50us); scl = 1'b0;
    sda_out = data[6]; @(posedge clk_50us); scl = 1'b1; @(posedge clk_50us); scl = 1'b0;
    sda_out = data[5]; @(posedge clk_50us); scl = 1'b1; @(posedge clk_50us); scl = 1'b0;
    sda_out = data[4]; @(posedge clk_50us); scl = 1'b1; @(posedge clk_50us); scl = 1'b0;
    sda_out = data[3]; @(posedge clk_50us); scl = 1'b1; @(posedge clk_50us); scl = 1'b0;
    sda_out = data[2]; @(posedge clk_50us); scl = 1'b1; @(posedge clk_50us); scl = 1'b0;
    sda_out = data[1]; @(posedge clk_50us); scl = 1'b1; @(posedge clk_50us); scl = 1'b0;
    sda_out = data[0]; @(posedge clk_50us); scl = 1'b1; @(posedge clk_50us); scl = 1'b0;
    en_sda_out = 1'b0;
    @(posedge clk_50us);
    scl = 1'b1;
    @(posedge clk_50us);
    success = sda_in;
    scl = 1'b0;
    en_sda_out = 1'b1;
end
endtask
task sccb_read_byte;
output reg[7:0] data;
begin
    en_sda_out = 1'b0;
    @(posedge clk_50us); scl = 1'b1; data[7] = sda_in; @(posedge clk_50us); scl = 1'b0;
    @(posedge clk_50us); scl = 1'b1; data[6] = sda_in; @(posedge clk_50us); scl = 1'b0;
    @(posedge clk_50us); scl = 1'b1; data[5] = sda_in; @(posedge clk_50us); scl = 1'b0;
    @(posedge clk_50us); scl = 1'b1; data[4] = sda_in; @(posedge clk_50us); scl = 1'b0;
    @(posedge clk_50us); scl = 1'b1; data[3] = sda_in; @(posedge clk_50us); scl = 1'b0;
    @(posedge clk_50us); scl = 1'b1; data[2] = sda_in; @(posedge clk_50us); scl = 1'b0;
    @(posedge clk_50us); scl = 1'b1; data[1] = sda_in; @(posedge clk_50us); scl = 1'b0;
    @(posedge clk_50us); scl = 1'b1; data[0] = sda_in; @(posedge clk_50us); scl = 1'b0;
    en_sda_out = 1'b1;
end
endtask
task sccb_write_reg;
input [7:0] addr;
input [7:0] data;
output reg success;
reg write_byte_success;
begin
    success = 1'b0;
    sccb_start;
    sccb_write_byte(DEVICE_ID, write_byte_success);
    success = success | write_byte_success;
    @(posedge clk_50us); @(posedge clk_50us);
    sccb_write_byte(addr, write_byte_success);
    success = success | write_byte_success;
    @(posedge clk_50us); @(posedge clk_50us);
    sccb_write_byte(data, write_byte_success);
    success = success | write_byte_success;
    sccb_stop;
end
endtask
task sccb_read_reg;
input [7:0] addr;
output reg[7:0] data;
reg write_byte_success;
begin
    sccb_start;
    sccb_write_byte(DEVICE_ID, write_byte_success);
    repeat(2) @(posedge clk_50us);
    sccb_write_byte(addr, write_byte_success);
    repeat(2) @(posedge clk_50us);
    sccb_stop;
    repeat(2) @(posedge clk_50us);
    sccb_start;
    sccb_write_byte(DEVICE_ID | 1'b1, write_byte_success);
    repeat(2) @(posedge clk_50us);
    sccb_read_byte(data);
    sccb_nack;
    sccb_stop;
end
endtask
    reg success;
    reg[7:0] addr;
    initial begin
        sccb_write_reg(8'h12, 8'h80, success);
        repeat(400) @(posedge clk_50us);
        for (addr = 8'h00; addr <= 8'hFF; addr = addr + 1'b1)
            sccb_write_reg(addr, conf[addr], success);
    end
    reg[0:2] vsync_reg = 3'b0;
    wire vsync_irq = vsync_reg[1] & ~vsync_reg[2];  
    always @(posedge sys_clk or negedge rst_n)
        if (!rst_n) vsync_reg <= 3'b0;
        else vsync_reg <= {vsync, vsync_reg[0:1]};
    reg new_frame = 1'b0;  
    reg frame_read = 1'b0;
    reg[2:0] store_state = 3'd0;  
    always @(posedge sys_clk or negedge rst_n)
        if (!rst_n) begin wen <= 1'b0; new_frame <= 1'b0; store_state <= 3'd0; end
        else case (store_state)
        3'd0: if (vsync_irq) if (new_frame) wen <= 1'b0; else store_state <= 3'd1;
        3'd1: begin wrst <= 1'b0; store_state <= 3'd2; end
        3'd2: begin wrst <= 1'b1; wen <= 1'b1; store_state <= 3'd3; end
        3'd3: begin new_frame <= 1'b1; store_state <= 3'd4; end
        3'd4: store_state <= 3'd5;
        3'd5: if (frame_read) begin new_frame <= 1'b0; store_state <= 3'd0; end
        default: store_state <= 3'd0;
        endcase
    wire[7:0] data = {d7, d6, d5, d4, d3, d2, d1, d0};
    localparam [17:0] bytes = 320 * 240 * 2;
    reg[17:0] byte_cnt = bytes;
    reg[2:0] read_state = 3'd0;  
    always @(posedge sys_clk or negedge rst_n)
        if (!rst_n) read_state <= 3'd0;
        else case (read_state)
        3'd0: if (new_frame) begin frame_read <= 1'b0; byte_cnt <= bytes; read_state <= 3'd1; end
        3'd1: begin rclk <= 1'b0; rrst <= 1'b0; read_state <= 3'd2; end
        3'd2: begin rclk <= 1'b1; read_state <= 3'd3; end
        3'd3: begin rclk <= 1'b0; rrst <= 1'b1; read_state <= 3'd4; end
        3'd4: begin rclk <= 1'b1; read_state <= 3'd5; end
        3'd5: begin rclk <= 1'b0; byte_cnt <= byte_cnt - 1'b1; read_state <= 3'd6; end  
        3'd6: begin rclk <= 1'b1; read_state <= byte_cnt ? 3'd5 : 3'd7; end
        3'd7: begin frame_read <= 1'b1; read_state <= 3'd0; end
        endcase
endmodule

==> flow_metrics.env <==
# implementation run metrics
export IMPL_die_h_um=78.4
export IMPL_start_kind="input port"
export IMPL_cts_tree="yes"
export IMPL_n_antenna_cell=0
export IMPL_status="completed"
export IMPL_hpwl_um=1680
export IMPL_antenna_found_initial=0
export IMPL_clockBufferDepth=2
export IMPL_first_pass_iters=4
export IMPL_drcViolationCount=0
export IMPL_die_w_um=78.4
export IMPL_skew_ps=6.93
export IMPL_ys_cells=143
export IMPL_topCellsByArea="edfxtp_1 38%, dfrtp_1 24%, dfstp_2 3.0%, nor2_1 2.8%, xnor2_1 2.5%"
export IMPL_drv_cap=0
export IMPL_arrival_ps=2260
export IMPL_finalHoldWorstSlack_ps=353
export IMPL_syn_area_per_cell_um2=12.2
export IMPL_area_growth_pct=13.4
export IMPL_vdd_drop_max_mv=0.133
export IMPL_cts_sinks=41
export IMPL_wirelength_um=2580
export IMPL_finalSetupTns_ps=0
export IMPL_period_needed_ps=2350
export IMPL_overflow=0
export IMPL_dp_cells=219
export IMPL_finalSetupViolations=0
export IMPL_hold_viol=0
export IMPL_top_area_share_pct=37.8
export IMPL_max_stage_delay_ps=720
export IMPL_post_route_period_util_pct=58.7
export IMPL_post_cts_setup_buffers=0
export IMPL_via_per_inst=4.63
export IMPL_gp_congestion=0.748
export IMPL_grt_first_pass_wirelength_um=4660
export IMPL_htreeDepth=2
export IMPL_fp_util_pct=31.4
export IMPL_grt_max_degree=25
export IMPL_numCtsBuffers=5
export IMPL_root_buffer="clkbuf_8"
export IMPL_layout_cells_non_filler=227
export IMPL_postSynthSeqShare_pct=65.1
export IMPL_core_area_um2=5570
export IMPL_pre_cts_ws_ps=1320
export IMPL_worst_pin_slew_ps=831
export IMPL_synth_chip_area_um2=1750
export IMPL_track_usage_pct=9.81
export IMPL_endpoint_kind="register"
export IMPL_floorplan_rows=27
export IMPL_powerDensity_nw_per_um2=369
export IMPL_p_leak_nw=0.842
export IMPL_ctsHoldBuffers=0
export IMPL_top_regs="byte_cnt x18, read_state x8, store_state x6"
export IMPL_die_area_um2=6140
export IMPL_max_slew_margin_pct=44.6
export IMPL_holdCritPathClass="reg2reg"
export IMPL_via_count=1051
export IMPL_fillCellCount=550
export IMPL_synthCells=143
export IMPL_rsz0062_at_grt="no"
export IMPL_placement_io_buffers=6
export IMPL_largest_reg_flops=18
export IMPL_clock_latency_ps=290
export IMPL_slew_violations=0
export IMPL_tool_warnings=33
export IMPL_antenna_left=0
export IMPL_ys_flops=41
export IMPL_clk_pin_slew_ps=80
export IMPL_largest_area_cell="edfxtp_1"
export IMPL_required_ps=3920
export IMPL_path_max_fanout=24
export IMPL_grt_pass1_vias=1009
export IMPL_cp_slowest_cell="and2_1"
export IMPL_path_cells="clkdlybuf4s50_1 -> buf_4 -> and2_1"
export IMPL_synth_warnings=1
export IMPL_synthDistinctLibCells=35
export IMPL_worst_slack_ps=1650
export IMPL_syn_area_um2=1750
export IMPL_top_register="byte_cnt"
export IMPL_clock_fmax_mhz=426
export IMPL_wire_per_inst_um=11.4
export IMPL_pin_count=17
export IMPL_drt_iter0_markers=75
export IMPL_critical_path_class="in2reg"
export IMPL_drive_gt1_share_pct=11.0
export IMPL_cts_resized=0
==> synthesized netlist by cell type, drive strengths merged <==
cell     n
dfrtp   17
xnor2    5
nand2    5
or3      8
conb     2
dfstp    2
buf      3
nor3     3
o31ai    3
inv     11
nor4     4
a21o     3
nor2    13
nand2b   1
o21ai    4
or2      1
and2     1
o21a     2
nor3b    2
a22o     1
o22ai    1
edfxtp  22
nand4    1
nand3    4
a31oi    1
ha       1
xor2     4
o41a     1
a21boi   1
a21oi    7
or4      5
nand3b   4
==> path summary, 6_finish.rpt <==
kind	to	slack, ps	start	depth (start not counted)
setup / recovery	byte_cnt[0]	1650	rst_n	3
hold / removal	vsync_reg[1]	350	vsync_reg[0]	0
setup reg to reg	byte_cnt[16]	1740	byte_cnt[8]	4
hold reg to reg	vsync_reg[1]	350	vsync_reg[0]	0
max in group asynchronous	read_state[0]	2880	rst_n	2
min in group asynchronous	store_state[2]	850	rst_n	2
==> through the flow <==
step	total power [mW]	cell area, um^2	util [%]
after global placement	0.460	1890	33.9
after CTS	0.740	1980	35.6
after floorplan	0.455	1750	-
final	0.732	1980	35.6
after detailed placement	0.461	1890	33.9
after global routing	0.760	1980	35.6
==> critical path, delay by kind of cell <==
family	cells	cell delay, ps
AND/OR/NAND/NOR	1	720
buffers and inverters	2	730
==> kinds of logic (layout without fill, tap and decap cells) <==
| family | after synthesis | in the layout | synth area share (%) |
|---|---|---|---|
| DFF | 41 | 41 | 65.1 |
| buffers and inverters | 14 | 26 | 3.43 |
| AOI/OAI and AO/OA | 24 | 24 | 8.87 |
| xor gates and xnor gates | 9 | 9 | 4.51 |
| and+or+nand+nor | 52 | 52 | 17.0 |
| other | 2 | 2 | 0.429 |
| adders and majority gates | 1 | 1 | 0.715 |
==> layer usage <==
metal / vias to the layer above / routed length, um / track usage [%]
met1: 479 / 1300 / 15.8
met5: - / 0 / 0
met4: 0 / 63 / 1.85
met3: 6 / 132 / 3.19
met2: 27 / 1090 / 13.6
li1: 539 / - / -
==> cell type report <==
| class | instances | area, um^2 | area share (%) |
|---|---|---|---|
| Clock buffer | 6 | 82.6 | 4.16 |
| Clock inverter | 2 | 13.8 | 0.694 |
| Inverter | 11 | 41.3 | 2.08 |
| Multi-Input combinational cell | 88 | 551 | 27.7 |
| Sequential cell | 41 | 1140 | 57.4 |
| Tap cell | 72 | 90.1 | 4.54 |
| Timing Repair Buffer | 7 | 67.6 | 3.40 |
==> cell usage in the layout, fill, tap and decap left out <==
cell type / netlist / final
or2_2: 1 / 1
nor2_1: 13 / 13
clkinv_2: 0 / 1
o21a_1: 2 / 2
or3_1: 5 / 5
ha_1: 1 / 1
a31oi_1: 1 / 1
xor2_1: 4 / 4
clkinv_4: 0 / 1
o31ai_1: 3 / 3
and2_1: 1 / 1
buf_4: 2 / 1
a21o_1: 3 / 3
nand3b_1: 4 / 4
nor3_1: 3 / 3
inv_1: 11 / 11
o41a_1: 1 / 1
nand4_1: 1 / 1
or3_2: 3 / 3
dfrtp_1: 17 / 17
o22ai_1: 1 / 1
nand2b_1: 1 / 1
o21ai_0: 4 / 4
clkdlybuf4s50_1: 0 / 6
or4_4: 2 / 2
xnor2_1: 5 / 5
nand2_1: 5 / 5
nor3b_1: 2 / 2
or4_1: 3 / 3
clkbuf_8: 0 / 6
a21oi_1: 7 / 7
dfstp_2: 2 / 2
conb_1: 2 / 2
a21boi_0: 1 / 1
a22o_1: 1 / 1
edfxtp_1: 22 / 22
nor4_1: 4 / 4
nand3_1: 4 / 4
==> report_power, final <==
| group | internal, mW | switching, mW |
|---|---|---|
| Clock | 0.140 | 0.141 |
| Combinational | 0.00297 | 0.00476 |
| Sequential | 0.443 | 0.000675 |
Power is estimated from default activity; no workload was simulated.
